### ./config.mk
export PLATFORM = sky130hd
export DESIGN_NAME = mux32
export DESIGN_NICKNAME = mux32
export VERILOG_FILES = /design/flow/design.v
export SDC_FILE = /design/flow/constraint.sdc
export NUM_CORES = 4
export LEC_CHECK = 1
export CORE_AREA = 10 10 71 71
export DIE_AREA = 0 0 81 81
### ./constraint.sdc
current_design mux32

set clk_period 1.0
set clk_io_pct 0.2

create_clock -name clk0 -period $clk_period

set non_clock_inputs [all_inputs -no_clocks]
set_input_delay [expr $clk_period * $clk_io_pct] -clock clk0 $non_clock_inputs
set_output_delay [expr $clk_period * $clk_io_pct] -clock clk0 [all_outputs]
### ./design.v
module mux32 (
    input logic[31:0] data_0,
    input logic[31:0] data_1,
    input logic sel,
    output logic[31:0] r
);
    always_comb begin
        r = (sel == 1) ? data_1 : data_0;
    end
endmodule
### ./run.sh
#!/bin/bash
# OpenROAD 26Q1-2900-gdf79404cd8, Yosys 0.63+post, stock flow scripts
make -C /OpenROAD-flow-scripts/flow DESIGN_CONFIG=/design/flow/config.mk WORK_HOME=/design/flow/orfs finish
==> ci_impl_report.md <==
## PnR job results

| Metric | Value |
|---|---|
| Registers | `0` |
| Logic area | `477 um2` |
| First-pass GRT wire length | `4140 um` |
| Psw | `137 uW` |
| Gate power share | `1.000` |
| Sequential power share | `0` |
| Top delay family on crit path | `buffers and inverters` |
| # fillers | `357` |
| Internal | `487 uW` |
| Sequential Area | `0 um2` |
| Grt ovf | `0` |
| Headroom to the max-slew limit | `0.942` |
| DIE AREA | `6560 um2` |
| Final Setup Violations | `32` |
| Endpoints failing hold | `0` |
| ANT nets after route | `0` |
| GPL Wtd Cong | `0.832` |
| Final WL | `2880 um` |
| Crit path kind | `in -> out` |
| Post-Synthesis Cells | `36` |
| CP Launch Type | `input pin` |
| Distinct lib cells used | `4` |
| IO buf count | `97` |
| Tot GR Track Use | `0.0779` |
| Drt pass-1 iters | `2` |
| Crit end category | `output pin` |
| Routed vias | `715` |
| Ys cells | `36` |
| Synth area leader | `mux2_4` |
| Antenna violations before repair | `0` |
| Worst path bufs/invs | `4` |
| Unrepaired setup endpoints after global routing | `yes` |
| Most frequent logic cell in the layout | `dlygate4sd2_1` |
| Lkg Pwr | `0.000872 uW` |
| Yosys chip area | `544 um2` |
| Rows | `22` |
| Chip Height | `81 um` |
| Seq/Total Area, Yosys | `0` |
| Top Layout Cells | `51 x dlygate4sd2_1, 31 x mux2_4, 23 x buf_6` |
| Syn Area/Cell | `15.1 um2` |
| Stages on worst setup path | `5` |
| Max Cap Viol | `0` |
| Failing checks | `negative setup slack` |
| Cell total after placement | `179` |
| Crit path from | `sel` |
| Ant diodes | `0` |
| Tool warnings | `34` |
| Final Core Density | `0.438` |
| Status | `finished with violations` |
| Critical Path RT | `0.80 ns` |
| Final period util | `1.18` |
| Minimum clock period | `1.18 ns` |
| Critical path arrival | `0.98 ns` |
| Pin count of the biggest net entering global routing | `11` |
| Net Sw Frac | `0.220` |
| HPWL after DPL | `2500 um` |
| Final cell count without fillers | `187` |
| Final WS setup | `-0.179 ns` |
| Clock power share | `0` |
| Area of the core | `3630 um2` |
| CP max stage cell | `mux2_4` |
| HP Class | `in -> out` |
| Slowest cell delay on critical path | `0.29 ns` |
| Layout area overhead | `192%` |
| Worst-path cell chain | `buf_12 -> buf_12 -> buf_12 -> mux2_4 -> buf_6` |
| Vias in the first global route | `764` |
| Synth Cell Area | `544 um2` |
| Die Wd | `81 um` |
| Origin of the worst min-delay path | `data_1[29]` |
| Crit path max fanout | `6` |
| # hold bufs at CTS | `0` |
| Synth top area cells | `mux2_4 83%, buf_12 11%, mux2_2 4.1%, buf_6 2.1%` |
| Crit-path most repeated cell | `buf_12` |
| Drt drc | `0` |
| Detailed Route Iter0 Violations | `3` |
| Wire per inst | `15.4 um` |
| Clock buffer count | `0` |
| Critical Path End | `r[4]` |
| Ports | `97` |
| Setup TNS | `-3.30 ns` |
| Share of layout cells above drive strength 1 | `0.540` |
| Max-slew violations | `0` |
| Maximum VDD drop | `0.169 mV` |
| Pre-placement core utilization | `0.150` |
| FMAX | `0.848 GHz` |
| Slew @ Worst Pin | `0.0870 ns` |
| Yosys warns | `1` |
| Power Density | `392 nW/um2` |
| Area leader share | `0.828` |
| Via-to-Cell Ratio | `3.82` |
## worst min path at each step
stage         endpoint  cells after the start  slack [ns]
CTS              r[29]                      3        0.75
global route     r[29]                      3        0.72
finish           r[29]                      3        0.69
## cell usage after synthesis
master / instances
mux2_4: 30
buf_12: 3
mux2_2: 2
buf_6: 1
## cells by family after synthesis
kind of cell,Yosys count,synth area share
buffers and inverters,4,0.131
multiplexers,32,0.869
## routing by layer
layer	up-vias	routed length (um)	GRT usage
met1	320	1080	0.0903
li1	345	-	-
met3	0	350	0.0278
met2	50	1450	0.143
met4	0	0	0
met5	-	0	0
## power groups by stage
stage | logic, uW | clock network, uW | registers [uW]
finish | 624 | 0 | 0
global route | 666 | 0 | 0
CTS | 614 | 0 | 0
## final cells by class
| class | count | share of cell area |
|---|---|---|
| multi-input cells | 32 | 0.300 |
| well taps | 48 | 0.0378 |
| repair buffers | 107 | 0.662 |
## timing repair
action / CTS / global route
setup endpoints to repair: 32 / 32
buffers inserted: 5 / 1
hold endpoints to repair: 0 / 0
cloned: 2 / 0
resized: 171 / 10
## through the flow
stage          setup slack (ns)  power [uW]  area, um2  hold slack [ns]
2_1_floorplan            0.0669         206        544            0.498
3_3_place_gp             -0.504         656       1540             1.17
3_5_place_dp             -0.512         661       1540             1.19
4_1_cts                  -0.181         614       1540            0.751
5_1_grt                  -0.196         666       1590            0.717
6_report                 -0.179         624       1590            0.691
Power is estimated from default activity; no workload was simulated.
