## flow/config.mk

```make
export PLATFORM = sky130hd
export DESIGN_NAME = mips_cpu_ram
export DESIGN_NICKNAME = mips_cpu_ram
export VERILOG_FILES = /design/flow/design.v
export SDC_FILE = /design/flow/constraint.sdc
export NUM_CORES = 4
export LEC_CHECK = 1
export CORE_UTILIZATION = 40
```

## flow/constraint.sdc

```tcl
current_design mips_cpu_ram

set clk_period 348.3
set clk_io_pct 0.2

create_clock -name clk0 -period $clk_period [get_ports {clk}]

set non_clock_inputs [all_inputs -no_clocks]
set_input_delay [expr $clk_period * $clk_io_pct] -clock clk0 $non_clock_inputs
set_output_delay [expr $clk_period * $clk_io_pct] -clock clk0 [all_outputs]
```

## flow/design.v

```verilog
module mips_cpu_ram(
    input logic clk,
    input logic[31:0] address,
    input logic write,
    input logic read,
    input logic[31:0] writedata,
    output logic[31:0] readdata,
    input logic[3:0] byteenable,
    output logic waitrequest
);
    parameter RAM_INIT_FILE = "";
    reg[7:0] memory[0:255];
    logic[31:0] mapped_address;
    always @(*) begin
        case (address[31:28])
            4'hb: begin
                mapped_address <= {1'b1,address[6:0]};
            end
            4'h0: begin
                mapped_address <= {1'b0,address[6:0]};
            end
            default: begin
                mapped_address <= 8'h0;
            end
        endcase
    end
    initial begin
        integer i;
        for (i=0; i<(256); i++) begin
            memory[i]=0;
        end
        if (RAM_INIT_FILE != "") begin
            $display("RAM : INIT : Loading RAM contents from %s", RAM_INIT_FILE);
            $readmemh(RAM_INIT_FILE, memory);
        end
        waitrequest = 0;
    end
    always @(posedge clk) begin
        if (write) begin
            if (byteenable[3] == 1) begin
                memory[mapped_address] <= writedata[31:24];
            end
            if (byteenable[2] == 1) begin
                memory[mapped_address+1] <= writedata[23:16];
            end
            if (byteenable[1] == 1) begin
                memory[mapped_address+2] <= writedata[15:8];
            end
            if (byteenable[0] == 1) begin
                memory[mapped_address+3] <= writedata[7:0];
            end
        end
        if(byteenable[3] == 1) begin
            readdata[31:24] <= memory[mapped_address];
        end
        if(byteenable[2] == 1) begin
            readdata[23:16] <= memory[mapped_address+1];
        end
        if(byteenable[1] == 1) begin
            readdata[15:8] <= memory[mapped_address+2];
        end
        if(byteenable[3] == 1) begin
            readdata[7:0] <= memory[mapped_address+3];
        end
    end
endmodule
```

## flow/run.sh

```bash
#!/bin/bash
# OpenROAD 26Q1-2900-gdf79404cd8, Yosys 0.63+post, stock flow scripts
make -C /OpenROAD-flow-scripts/flow DESIGN_CONFIG=/design/flow/config.mk WORK_HOME=/design/flow/orfs finish
```

==> summary.txt <==
Entry: Yosys synthesis followed by OpenROAD place and route.

Yosys:
- Per the Yosys statistics, synthesis produced 23100 cells.
- Among the non-sequential cells, multiplexers take the most area.
- The run puts the number of enable-type register cells in the synthesized netlist at 2080.
- The run gives the register bit total from synthesis as 2080.
- The run gives the mean area per synthesized cell as 8.82 sq um.
- The run gives the post-synthesis mux area share as 29.0%.
- For this run, asynchronously set or reset flops after synthesis account for 0%.
- Per the synthesis report, the XOR/XNOR share of the synthesized area is 0.107%.
- The run puts the proportion of netlist area held by the largest area contributor at 30.6%.
- The run gives the synthesized area as 204000 sq um.
- The run gives the distinct cell type count after synthesis as 97.
- After synthesis, the cell types taking the most area are edfxtp_1 31%, mux2i_1 16%, mux4_2 7.3%.
- The run gives the flip-flop cell with the highest count after synthesis as edfxtp_1.
- The run puts the total cell area reported by yosys after synthesis at 204000 sq um.
- The run gives the adder-cell share of the synthesized area as 0.0368%.
- The run gives the fraction of the yosys area taken by sequential cells as 30.6%.
- The cell count after synthesis came out at 23100.
- The run gives the number of synthesis warnings as 1.
- The cell-mix breakdown from Yosys lists the compound-gate area share as 19.1%.
- Summed over all instances, the cell type with the most area after synthesis is edfxtp_1.
- The run gives the simple-gate area share of the yosys netlist as 15.5%.

Layout:
- By instance count after routing, the leading logic cell types are 3522 x nand2_1, 3171 x mux2i_1, 2448 x nor2_1.
- The run gives the layout overhead on the synthesized area as 10.9%.
- The most common logic cell in the final layout is nand2_1.
- The run gives the final standard cell utilization of the core as 44.6%.
- Fill cells in the final layout number 48100.
- Per the final layout report, the fraction of cells sized above drive strength 1 comes to 18.2%.

Global routing:
- The run puts the routing usage on met2 at 76.5%.
- The run gives the maximum number of pins on one net before global-route repair as 94.
- The run puts the routing usage on met1 at 69.8%.
- The layer flagged by global routing as most heavily used is met2.
- The run gives the fraction of met3 tracks used by global routing as 50.2%.
- The run puts the all-layer global routing usage at 63.7%.
- The run puts the total overflow reported by the global router at 0.
- The run puts the initial antenna violation count at 369.
- The run puts the number of global-route vias before repair at 200000.
- The run puts the first-pass GRT wire length at 2050000 microns.

Clocking:
- Clock latency on the worst-skew pair, taken at its later pin, is 1070 ps.
- The run gives the post-CTS setup buffer count as 0.
- Per the CTS log, the buffer count on the longest clock path is 4.
- TritonCTS built the clock tree.
- The run gives the library cell used as clock root buffer as clkbuf_16.
- The clock drives 2080 sinks.
- The run gives the number of buffers added to fix hold violations after cts as 0.
- Per the TritonCTS log, the buffer count is 293.
- The run puts the CTS clock-pin slew for the worst setup and hold paths at 70 ps.
- Once the clock tree was built, the resizer swapped 0 gates to a different size.
- The clock H-tree reported by CTS has 5 levels.

Run status:
- The run finished, with violations left.
- The checks that failed: antenna rules, capacitance limit, slew limit.

Final timing:
- The run puts the final tally of setup violations at 0.
- The run puts the post-route fraction of the period consumed by the critical path at 22.8%.
- The run puts the relative slew slack at -21.3%.
- The clock arrives with 73.1 ps of skew.
- Setup repair after global routing left no endpoint under its margin.
- The run gives the transition time of the tightest slew-check pin as 1810 ps.
- Hold timing on the final database bottoms out at a slack of 1210 ps.
- The run gives the aggregate negative setup slack as 0 ps.
- The run puts the max-slew violation total from the final report at 8.
- The run gives the time the worst path needs with I/O delays and setup as 79530 ps.
- The run gives the number of failing hold endpoints at the final stage as 0.
- The run puts the maximum achievable frequency at 0.0126 GHz.

Placed design:
- The run gives the global placer's final weighted congestion as 1.16.
- Per the placement log, port buffering inserted 80 buffers.
- The run puts the post-DP HPWL at 1100000 microns.

Job:
- The number of warnings reported in the stage logs is 54.
- Max-cap violations in this run came to 4.

Critical path:
- The run gives the data arrival time of the critical path as 80230 ps.
- The run gives the type of the setup path with the least slack as primary input to flop.
- The run gives the required time of the critical path as 349000 ps.
- The run gives the category of the worst setup path capture point as a flop.
- The worst setup path is launched from a primary input.
- The run gives the most frequent cell on the critical path as buf_4.
- Per STA, the highest per-stage delay on the worst path measures 1120 ps.
- Max fanout on the critical path was recorded as 50.
- The largest individual stage delay along the critical path comes from the cell nor4_4.
- In this run the critical path is formed by clkdlybuf4s50_1 -> nor4_4 -> buf_4 -> o21ai_4 -> buf_4 -> inv_1 -> ha_4 -> o21ba_4 -> o21ai_4 -> buf_4 -> buf_4 -> buf_4 -> buf_4 -> buf_4 -> mux2i_1 -> mux2i_1 -> o211ai_1 -> o21ai_0 -> nor4_2 -> buf_4 -> o32a_1 -> nand4_1.

Pwr:
- The run puts the clock network power share at 41.0%.
- The run gives the leakage power as 99.5 nW.
- The script computed a power per unit cell area of 3.43 nW/um^2.
- Looking at the VDD voltage map, the peak drop is 0.00384 mV.
- The run puts the net switching power at 0.275 mW.
- Combinational logic is responsible for 22.8% of the overall power.
- The run gives the cell-internal power as 0.500 mW.
- The run gives the net switching share of the total power as 35.4%.
- The run gives the power share of the sequential group as 36.2%.

Routing:
- Per the detail_route report, DRC violations left total 0.
- The run gives the final routed wire length divided by cell count as 53.4 microns.
- The run gives the final antenna-violating net count as 1.
- The run puts the average via count per standard cell at 7.58.
- The run puts the first-pass iteration count of the detailed router at 8.
- Once iteration 0 of detailed routing completed, the report listed 31300 DRC markers.
- The run gives the total number of vias as 228000.
- The run puts the sum of routed wire length over all layers at 1600000 microns.

Die:
- The run gives the number of standard-cell rows in the floorplan as 261.
- The run puts the vertical die dimension at 716 microns.
- The run gives the share of the core filled by cells before placement as 40.3%.
- The run puts the count of pins on the block boundary at 104.
- The overall die size recorded for this design is 513000 sq um.
- The core region is 507000 sq um.
- The run gives the die width as 716 microns.

Worst hold path:
- The run gives the worst hold path class as flop to flop.
## final timing paths
| path | startpoint | to | slack, ps | cells past startpoint |
|---|---|---|---|---|
| worst max-delay path | address[29] | readdata[5] | 268770 | 22 |
| worst min-delay path | memory[253][1] | readdata[17] | 1210 | 6 |
| worst min register to register | memory[253][1] | readdata[17] | 1210 | 6 |
| worst max register to register | memory[200][3] | readdata[3] | 343040 | 9 |
## critical path, delay by kind of cell
family	cells	cell delay (ps)
buffers and inverters	10	5160
adders and majority gates	1	540
and+or+nand+nor	3	1670
muxes	2	370
AOI/OAI and AO/OA	6	2500
## layout make-up
cell class                      count  area [sq um]  area share, %
Clock inverter                    167          1880          0.831
Inverter                           31           156         0.0692
Tap cell                         6706          8390           3.71
Timing Repair Buffer             1587         12700           5.60
Antenna cell                      659          1650          0.729
Multi-Input combinational cell  18400        131000           58.1
Clock buffer                      351          7610           3.37
Sequential cell                  2080         62500           27.6
## registers in the layout, indices dropped and copies added, names as in the netlist
| signal | cells |
|---|---|
| memory | 2048 |
| readdata | 32 |
## Yosys cell counts, types with 51 or more instances
| library cell | instances |
|---|---|
| o21ai_0 | 368 |
| a211oi_1 | 1154 |
| o22ai_1 | 243 |
| a32oi_1 | 138 |
| a21oi_1 | 1597 |
| mux2i_1 | 3174 |
| nand3_1 | 975 |
| mux4_2 | 657 |
| a311oi_1 | 115 |
| a221oi_1 | 90 |
| o211ai_1 | 125 |
| clkbuf_1 | 1528 |
| o2111ai_1 | 146 |
| buf_2 | 684 |
| nor2_1 | 2518 |
| a31oi_1 | 287 |
| nand2_2 | 90 |
| nor4_1 | 51 |
| a22oi_1 | 195 |
| o221ai_1 | 96 |
| nand2_1 | 3550 |
| buf_1 | 159 |
| buf_4 | 177 |
| mux2_2 | 1121 |
| a21o_1 | 988 |
| edfxtp_1 | 2080 |
| and3_1 | 125 |
| nor3_1 | 115 |
## per-stage QoR
| stage | cells | instance area (sq um) | setup WS (ps) | power (mW) |
|---|---|---|---|---|
| after detailed placement | 28800 | 215000 | 269410 | 0.444 |
| final | 30000 | 226000 | 268770 | 0.775 |
| after global routing | 29700 | 225000 | 269360 | 0.772 |
| after CTS | 29400 | 224000 | 270430 | 0.756 |
| after floorplan | 23100 | 204000 | 273480 | 0.360 |
| after global placement | 28800 | 215000 | 269460 | 0.444 |
## power by group through the flow
stage	clock, mW	sequential (mW)	combinational, mW
4_1_cts	0.316	0.280	0.160
5_1_grt	0.323	0.280	0.169
6_report	0.318	0.280	0.177
## cells by family after synthesis
kind of cell / count (synthesis)
and+or+nand+nor: 7657
AOI/OAI and AO/OA: 5796
muxes: 4952
buffers and inverters: 2599
DFF: 2080
xor gates and xnor gates: 22
adders and majority gates: 6
other: 1
## metal layers
layer / up-vias / part of all wire, %
met1: 111000 / 32
met3: 7127 / 19
met2: 22900 / 37
li1: 86500 / -
met4: 266 / 11
met5: - / 0.64
Power is estimated from default activity; no workload was simulated.
